[/design/flow/run.sh]
#!/bin/bash
# OpenROAD 26Q1-2900-gdf79404cd8, Yosys 0.63+post, stock flow scripts
make -C /OpenROAD-flow-scripts/flow DESIGN_CONFIG=/design/flow/config.mk WORK_HOME=/design/flow/orfs finish
[/design/flow/config.mk]
export PLATFORM = sky130hd
export DESIGN_NAME = hexDecoder
export DESIGN_NICKNAME = hexDecoder
export VERILOG_FILES = /design/flow/design.v
export SDC_FILE = /design/flow/constraint.sdc
export NUM_CORES = 4
export LEC_CHECK = 1
export CORE_AREA = 10 10 70 70
export DIE_AREA = 0 0 80 80
[/design/flow/constraint.sdc]
current_design hexDecoder

set clk_period 1.1
set clk_io_pct 0.2

create_clock -name clk0 -period $clk_period

set non_clock_inputs [all_inputs -no_clocks]
set_input_delay [expr $clk_period * $clk_io_pct] -clock clk0 $non_clock_inputs
set_output_delay [expr $clk_period * $clk_io_pct] -clock clk0 [all_outputs]
[/design/flow/design.v]
module hexDecoder(
    output reg [6:0] sevenOut,
    input [3:0] hexIn
    );
always@*
begin
case(hexIn)
4'b0000: sevenOut = 7'b0000001;
4'b0001: sevenOut = 7'b1001111;
4'b0010: sevenOut = 7'b0010010;
4'b0011: sevenOut = 7'b0000110;
4'b0100: sevenOut = 7'b1001100;
4'b0101: sevenOut = 7'b0100100;
4'b0110: sevenOut = 7'b0100000;
4'b0111: sevenOut = 7'b0001111;
4'b1000: sevenOut = 7'b0000000;
4'b1001: sevenOut = 7'b0001100;
4'b1010: sevenOut = 7'b0001000;
4'b1011: sevenOut = 7'b1100000;
4'b1100: sevenOut = 7'b0110001;
4'b1101: sevenOut = 7'b1000010;
4'b1110: sevenOut = 7'b0110000;
4'b1111: sevenOut = 7'b0111000;
endcase
end
endmodule
==> summary.txt <==
The flow completed. After floorplanning, the die was sized to cover 6400 µm². In the final report, the number of endpoints failing setup comes to 7. Final tally of hold violations landed at 0. Number of rows in the core area landed at 21. Final instance area landed at roughly 700 µm². Once routing completed, OpenROAD measured the worst setup slack at -0.230 ns.

Via count of the first global-routing pass landed at 413. Number of sequential cells landed at 0. Worst-margin pin slew landed at roughly 0.18 ns. Worst slack after detailed placement landed at -1.15 ns. Netlist area before placement landed at 265 µm². Standard cell area after detailed placement landed at 538 µm². Worst max-slew margin expressed relative to the limit landed at 88.2%. Number of max-cap violations landed at 0. For this run, the script counts the antenna cells in the layout as 0. Utilization after layout landed at 20.5%. Counting distinct cell types in the post-synthesis netlist gives 19. Required time reported for the critical path endpoint landed at between 0.8 and 0.9 ns. The routed layout has 368 vias. The run finished, with violations left. In this run the power density over the cells is ~360 nW/µm².

Routability congestion estimate landed at ~0.80. Once the floorplan was initialized, standard cells occupied just under 8% of the core. Buffers plus inverters on the worst setup path landed at 3. A synthesized cell averages 6.98 µm². In the Yosys report the total cell count is 38. STA classifies the critical path endpoint as an output pin. Of the cells placed in the final design, the portion with a size suffix greater than 1 is around 80%. Number of nets with antenna violations after detailed routing landed at 0. The count of buffers added on input and output ports is 11. The largest individual stage delay along the critical path comes from the cell or3b_1. Setup repair after global routing could not meet its margin everywhere. Count of unresolved DRC violations after routing landed at 0.

X dimension of the die landed at 80 µm. The cell family contributing the most delay on the critical path is simple AND/OR/NAND/NOR gates. Total routed wirelength landed at ~1100 µm. Clock buffer count in the final layout landed at 0.

The share of the Yosys chip area taken by registers is 0%. Leakage component of the power landed at roughly 0.29 nW. Initial antenna violation count landed at 0. Count of synthesis-stage warnings from yosys landed at 1.

Peak per-stage delay on the critical path landed at 0.36 ns. Registers take 0 µm². After routing, the total negative slack on setup checks comes to -0.820 ns.

Achievable frequency landed at approximately 750 MHz. According to the dpl log, the detail-placed design has an HPWL of 729 µm. STA reports the tightest min-delay check as being of type input port to output pin. Clock period minus worst slack landed at ~1.3 ns. The die is approximately 80 µm tall. In the setup report, the worst path falls into the class input port to output pin. The checks that failed: negative setup slack. Pins over their slew limit in the final report were tallied at 0. Per the detail_route report, vias per standard cell equal between 3 and 4. The script logs the mean routed wire length per placed instance as slightly below 10 µm. For this block, the initial DRC count from the detailed router was 1. The first global-routing pass estimated roughly 1900 µm of wire. Entering global routing, the biggest net connects 10 pins. For this run, the detailed router's first-pass iteration total came to 4. Fraction of the cycle the final worst path needs landed at 121%. Chip area line of the yosys report landed at ~270 µm².

Recorded from the global router log, the overflow total was 0. Global-route total usage across every layer landed at roughly 3.3%. Biggest fanout along the worst timing path landed at 4. STA classifies the critical path startpoint as an input port.

The data arrival time reported for the critical path is between 1 and 1.5 ns. Between the synthesized netlist and the finished layout, the area growth was recorded as 164%. The analysis reports a worst IR drop on VDD of between 0.00015 and 0.0002 V. Area of the core landed at 3420 µm². Traced cell by cell, the critical path runs through buf_12 > inv_8 > ha_4 > nor2b_2 > or3b_1 > o31ai_2 > buf_2. Count of boundary I/O pins landed at 11. Number of warning messages in the logs landed at 39. Post-route total power landed at 249 µW. In the synthesized netlist, the number of instances is 38.

Number of hold buffers added after cts landed at 0.
-- cell type report --
class / instances / area [µm²]
timing repair buffer: 27 / 245
tap: 46 / 57.6
inverter: 3 / 26.3
fill: 390 / 2720
multi-input combinational: 33 / 370
-- per-stage QoR --
step	hold slack, ns	instances
2_1_floorplan	0.543	38
3_3_place_gp	1.46	107
3_5_place_dp	1.47	107
4_1_cts	0.928	109
5_1_grt	0.807	109
6_report	0.768	109
-- Yosys cell counts, types with 2 or more instances --
library cell  n  area [µm²]
nand2_1       2        7.51
nand3_1       3        15.0
a21oi_1       3        15.0
ha_1          6        75.1
o21ai_1       4        20.0
inv_1         2        7.51
nor2_1        6        22.5
-- worst min-delay path: cells and delay by family --
family / cells / cell delay, ns
compound gates: 1 / 0.08
buf+inv: 2 / 0.25
-- per-layer routing --
layer / vias up / track usage (%) / wire [µm]
met4: 0 / 0.176 / 0
met2: 6 / 6.18 / 592
met5: - / 0 / 0
met1: 174 / 4.02 / 432
li1: 188 / - / -
met3: 0 / 0.682 / 39
-- cells in the final DEF (no fill, tap or decap), types with 3 or more instances in the layout --
master	synthesis	routed
buf_6	0	10
buf_2	1	7
buf_4	1	7
ha_4	0	6
nor2_1	6	3
a21oi_2	0	3
o21ai_1	4	3
nand3_1	3	3
-- report_power, final --
part	switching [mW]	leakage, nW	internal (mW)	total [mW]
logic	0.107	0.286	0.143	0.249
clock network	0	0	0	0
registers	0	0	0	0
total	0.107	0.286	0.143	0.249
-- final timing paths --
kind | from | endpoint | depth (start not counted)
hold / removal | hexIn[3] | sevenOut[5] | 3
setup / recovery | hexIn[1] | sevenOut[6] | 7
-- kinds of logic (layout without fill, tap and decap cells) --
family          Yosys count  in the layout  share of synthesized area [%]
simple gates             13             13                           22.6
buf+inv                   5             30                           8.96
mux                       2              2                           9.90
fa+ha+maj                 6              6                           28.3
compound gates           12             12                           30.2
-- timing repair --
| action | CTS | global route |
|---|---|---|
| endpoints found under the setup margin | 7 | 7 |
| pin swaps | 11 | 3 |
| resized | 79 | 10 |
| buffers inserted | 2 | 0 |
Power figures rest on the tool's default switching activity, not on a simulated workload.

===== ./design.v =====
module ALU(
 output reg [15:0] out,
output reg overflow,
 input [2:0] input_a,
 input [2:0] input_b,
 input [1:0] op
 );
reg [15:0] a,b;
always@(*)
begin
a <= {13'b0,input_a};
b <= {13'b0,input_b};
end
always@(a or b or op)
begin
 case(op)
 2'b00: begin 
 out = a + b;
 overflow = (a[15] & b[15] & ~out[15]) | (~a[15] & ~b[15] 
& out[15]);
 end
 2'b01: begin 
 out = a - b;
 overflow = (a[15] & ~b[15] & ~out[15]) | (~a[15] & b[15] 
& out[15]);
 end
 2'b10: begin
out = a * b;
 if ((a != 0) && (b != 0) && (out / a != b))
 overflow = 1'b1;
 else
 overflow = 1'b0;
 end
 2'b11: begin 
 out = (~a) + 1;
 overflow = 1'b0; 
 end
 default: begin
 out = 16'b0;
 overflow = 1'b0;
 end
 endcase
end
endmodule

===== ./constraint.sdc =====
current_design ALU

set clk_period 1.8
set clk_io_pct 0.2

create_clock -name clk0 -period $clk_period

set non_clock_inputs [all_inputs -no_clocks]
set_input_delay [expr $clk_period * $clk_io_pct] -clock clk0 $non_clock_inputs
set_output_delay [expr $clk_period * $clk_io_pct] -clock clk0 [all_outputs]

===== ./config.mk =====
export PLATFORM = sky130hd
export DESIGN_NAME = ALU
export DESIGN_NICKNAME = ALU
export VERILOG_FILES = /design/flow/design.v
export SDC_FILE = /design/flow/constraint.sdc
export NUM_CORES = 4
export LEC_CHECK = 1
export CORE_AREA = 10 10 72 72
export DIE_AREA = 0 0 82 82

===== ./run.sh =====
#!/bin/bash
# OpenROAD 26Q1-2900-gdf79404cd8, Yosys 0.63+post, stock flow scripts
make -C /OpenROAD-flow-scripts/flow DESIGN_CONFIG=/design/flow/config.mk WORK_HOME=/design/flow/orfs finish

==> flow_metrics.tcl <==
# implementation run metrics
set metrics [dict create \
    ys_seq_share_pct 0 \
    dieWidth_um 82 \
    ys_area_um2 5590 \
    logic_family "AND-OR/OR-AND gates" \
    netlist.area_leader.share_pct 13.7 \
    synth_area_um2 5590 \
    ys_sh_aoi_pct 39.9 \
    yosys_warnings 1 \
    yosysTopAreaCell "ha_1" \
    avgSynthCellArea_um2 7.01 \
    die_h_um 82 \
    ys_types 108 \
    synth_cells 797 \
    fa_ha_area_share_pct 15.8 \
    stop_stage "global placement without I/O (3_1_place_gp_skip_io)" \
    outcome "did not finish" \
    stop_error "[ERROR GPL-0301] Utilization 183.775 % exceeds 100%." \
    ys_sh_mux_pct 3.99 \
    area_leaders "ha_1 14%, nor2_1 5.9%, a21oi_1 5.1%" \
    rows 22 \
    fp-utilization_pct 151 \
    ys_sh_simple_pct 30.7 \
    ys_cells 797 \
    synthXorXnorAreaFrac_pct 4.86 \
]
==> cells in the mapped netlist (11+ instances only) <==
library cell	n
nand3_1	29
o21a_1	24
o21ai_0	39
mux2i_1	14
nand2_1	46
nand2b_1	13
a21o_1	16
or2_2	11
inv_1	34
a21oi_1	57
nor2_1	88
ha_1	61
xnor2_1	27
and2_1	21
nor3_1	36
a31oi_1	15
==> cell families after synthesis <==
logic type / after synthesis
buffers and inverters: 57
XOR/XNOR: 31
AND-OR/OR-AND: 294
other: 1
multiplexers: 20
AND/OR/NAND/NOR: 325
adder cells (fa/ha/maj): 69
